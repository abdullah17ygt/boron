$ cat flow/run.sh
#!/bin/bash
# OpenROAD 26Q1-2900-gdf79404cd8, Yosys 0.63+post, stock flow scripts
make -C /OpenROAD-flow-scripts/flow DESIGN_CONFIG=/design/flow/config.mk WORK_HOME=/design/flow/orfs finish
$ cat flow/config.mk
export PLATFORM = sky130hd
export DESIGN_NAME = xor_op
export DESIGN_NICKNAME = xor_op
export VERILOG_FILES = /design/flow/design.v
export SDC_FILE = /design/flow/constraint.sdc
export NUM_CORES = 4
export LEC_CHECK = 1
export CORE_AREA = 10 10 99 99
export DIE_AREA = 0 0 109 109
$ cat flow/constraint.sdc
current_design xor_op

set clk_period 1.2
set clk_io_pct 0.2

create_clock -name clk0 -period $clk_period

set non_clock_inputs [all_inputs -no_clocks]
set_input_delay [expr $clk_period * $clk_io_pct] -clock clk0 $non_clock_inputs
set_output_delay [expr $clk_period * $clk_io_pct] -clock clk0 [all_outputs]
$ cat flow/design.v
module xor_op(
input clk,
input [63:0] xor_i,
input rst,
output  [63:0] xor_o,
input [4:0] counter
    );
wire [15:0]W0;
wire [15:0]W1;
wire [15:0]W2;
wire [15:0]W3;
wire [15:0]Q0;
wire [15:0]Q1;
wire [15:0]Q2;
wire [15:0]Q3;
    assign W0 = xor_i[15:0];  
    assign W1 = xor_i[31:16];
    assign W2 = xor_i[47:32];
    assign W3 = xor_i[63:48];
    assign Q3 = (W3 ^ W2 ^ W0) ;
    assign Q2 = (W2 ^ W0) ;
    assign Q1 = (W3 ^ W1) ;
    assign Q0 = (W3 ^ W1 ^ W0);
       assign  xor_o [15:0]  = Q0;
       assign  xor_o [31:16] = Q1;
       assign  xor_o [47:32] = Q2;
       assign  xor_o [63:48] = Q3;    
endmodule
==> Slide: Implementation Results <==
Synthesis and Place & Route Summary

Power
  • P_leak: 1.34 nW
  • Post-layout power: 0.000931 W
  • Max VDD drop: 0.122 mV
  • Power per cell area: 400 nW/um2

Synthesis
  • Netlist Area Pre-Place: 1040 um2
  • Yosys cell count: 64
  • Area share of the largest cell type after synthesis: 0.705
  • Syn Area/Cell: 16.3 um2
  • Register share after synthesis: 0
  • Gate Count Post-Synth: 64
  • Dominant cells by area after synthesis: xor3_1, xor2_1, xor3_4
  • Post-synth top area cell: xor3_1
  • Distinct lib cells used: 3
  • Synthesis area per yosys: 1040 um2
  • Synth warn: 0

Status
  • Status: finished clean

CTS
  • Post-CTS setup buffers: 0
  • Hold_buf cts: 0

Setup path
  • Worst setup EP type: output pin
  • Crit Path Class: in2out
  • Crit-path max FO: 2
  • CP Launch Point: xor_i[42]
  • Slowest stage delay, CP: 380 ps
  • Crit path DRT: 960 ps
  • Startpoint types: input port
  • Critical path arrival: 940 ps
  • Max stage delay cell, worst path: xor3_1
  • Crit-path cells: clkdlybuf4s15_2 -> xor3_1 -> buf_2

Die
  • Die width: 109 um
  • Row Count: 32
  • FP Util: 0.135
  • DIE AREA: 11,900 um2
  • Core area: 7730 um2
  • Die Ht: 109 um
  • I/O pin count: 135

Timing
  • Max_slew headroom: 0.918
  • Final setup vio count: 0
  • Slew @ Worst Pin: 123 ps
  • Part of the cycle the worst path needs: 0.984
  • RSZ-0062 raised after global routing: false
  • Setup TNS: 0 ps
  • Fin crit period: 1180 ps
  • Final Hold Vio Count: 0
  • Pins Over Slew Limit: 0
  • Setup slack after layout: 19.5 ps
  • Fmax: 847 MHz

Detailed routing
  • Via/cell ratio: 3.43
  • Initial drt markers: 24
  • Post-detailed-route count of antenna-violating nets: 0
  • Ant diodes: 0
  • Vias: 1,103
  • DRC Markers: 0
  • Drt first pass iters: 2
  • Total Wirelength: 4.18 mm
  • WL/cell: 13.0 um

Cells and area
  • Most numerous logic cell after layout: buf_2
  • Layout area overhead: 123%
  • Top Layout Cells: buf_2, xor2_1, xor3_1, dlygate4sd2_1, buf_4
  • Flop count: 0
  • Layout cells sized above 1: 0.545
  • Fillers: 816
  • Clkbuf count: 0
  • Final Cell Area: 2320 um2
  • Final core utilization: 0.301
  • Register area: 0 um2

Placed design
  • Routability congestion estimate: 0.792
  • Hpwl dp: 3.86 mm
  • IO Port Bufs: 128
  • Placed instance area: 2670 um2
  • Dpl ws: -691 ps

GRT
  • Largest net degree at the start of global routing: 4
  • Antenna violations before repair: 0
  • Tot GR Track Use: 0.0649
  • GRT overflow: 0
  • First-pass GRT wire length: 6.27 mm
  • Vias in the first global route: 1,197

Run
  • OpenROAD warnings: 40
  • Max cap viols: 0

Worst hold path
  • Hold/Removal Path Class: in2out
  • Hold_sp: xor_i[60]
==> metrics by stage <==
step,hold slack (ps),cells
global placement,1450,323
detailed placement,1460,323
floorplan,505,64
finish,804,322
CTS,815,322
global route,831,322
==> logic make-up after synthesis <==
logic type | Yosys count | share of synthesized area
xor gates and xnor gates | 64 | 1.00
==> power by group <==
group / internal (W) / switching (W)
sequential: 0 / 0
combinational: 0.000684 / 0.000246
clock: 0 / 0
==> timing repair <==
action	in CTS	in global routing
gates resized	346	22
pin swaps	37	14
endpoints found under the hold margin	0	0
endpoints found under the setup margin	64	19
==> worst max-delay path, delay by kind of cell <==
kind / cells / cell delay [ps]
buffers and inverters: 2 / 320
xor gates and xnor gates: 1 / 380
==> metal layers <==
| metal | share of wire | global-route usage | up-vias |
|---|---|---|---|
| li1 | - | - | 542 |
| met1 | 0.35 | 0.0758 | 516 |
| met2 | 0.55 | 0.117 | 45 |
| met3 | 0.10 | 0.0251 | 0 |
| met4 | 0 | 0 | 0 |
| met5 | 0 | 0 | - |
==> synthesized netlist by cell type (all sizes together) <==
library cell / instances
xor3: 32
xor2: 32
==> path summary, 6_finish.rpt <==
check | end | depth (start not counted) | slack, ps
setup / recovery | xor_o[58] | 3 | 20
hold / removal | xor_o[60] | 3 | 800
==> cell type report <==
cell class                      instances  area, um2  share of cell area
Tap cell                              102        128              0.0549
Multi-Input combinational cell         64       1040               0.449
Timing Repair Buffer                  156       1150               0.496
No activity file was given, so power comes from the tool's default toggle rates.
