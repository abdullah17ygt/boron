===== flow/design.v =====
module add_round(
input [63:0] key_round,
input rst,
input [63:0] current_state,
input [63:0] current_state1,
output reg [63:0]current_state_o,
input [4:0] counter
    );
   always@ (*) begin 
        current_state_o = key_round ^ current_state;
   end
endmodule

===== flow/run.sh =====
#!/bin/bash
# OpenROAD 26Q1-2900-gdf79404cd8, Yosys 0.63+post, stock flow scripts
make -C /OpenROAD-flow-scripts/flow DESIGN_CONFIG=/design/flow/config.mk WORK_HOME=/design/flow/orfs finish

===== flow/config.mk =====
export PLATFORM = sky130hd
export DESIGN_NAME = add_round
export DESIGN_NICKNAME = add_round
export VERILOG_FILES = /design/flow/design.v
export SDC_FILE = /design/flow/constraint.sdc
export NUM_CORES = 4
export LEC_CHECK = 1
export CORE_AREA = 10 10 109 109
export DIE_AREA = 0 0 119 119

===== flow/constraint.sdc =====
current_design add_round

set clk_period 1.0
set clk_io_pct 0.2

create_clock -name clk0 -period $clk_period

set non_clock_inputs [all_inputs -no_clocks]
set_input_delay [expr $clk_period * $clk_io_pct] -clock clk0 $non_clock_inputs
set_output_delay [expr $clk_period * $clk_io_pct] -clock clk0 [all_outputs]

==> flow_summary.yaml <==
# generated from flow reports
synthesis:
  ys_chip_area_sq_um: 561
  area_leaders: "xor2_1 100%"
  syn_inst: 64
  yosys-stat-cells: 64
  avgSynthCellArea_sq_um: 8.76
  yosysTopAreaCell: "xor2_1"
  synth_cell_types: 1
  ys_seq_share: 0
  top_area_frac: 1.00
  syn_area_sq_um: 561
  yosysWarnings: 1
timing:
  setup_viol: 0
  slew_headroom: 0.894
  final.min_clock_period_ns: 0.974
  worstMarginPinSlew_ns: 0.159
  rsz0062_at_grt: "no"
  hold_viol_final: 0
  finalCritPeriodShare: 0.974
  max_freq_mhz: 1030
  slew_violations: 0
worst_setup_path:
  endpoint_kind: "output pin"
  endpoint: "current_state_o[33]"
  cp_data_required_time_ns: 0.80
  start_kind: "input port"
  cp.arrival_ns: 0.77
  path_max_fanout: 1
  startpoint: "key_round[33]"
  criticalPathCategory: "input port to output pin"
global_routing:
  grt_pass1_wl_microns: 7170
  globalRouteOverflowTotal: 0
  track_usage: 0.0628
  grt_pass1_vias: 1204
  antenna_found_initial: 0
  grt_max_degree: 2
die:
  die_h_microns: 119
  die_width_microns: 119
  dieArea_sq_mm: 0.0142
  coreArea_sq_mm: 0.00964
  fp_util: 0.0582
  io_pins: 262
  std_cell_rows: 36
route:
  ant_nets: 0
  viasPerCell: 2.90
  vias: 1130
  n_antenna_cell: 0
  routed_wl_microns: 5040
  first_pass_iters: 2
  drt_iter0_markers: 6
  drc: 0
  wl_per_cell_microns: 12.9
power_and_ir_drop:
  p_leak_uw: 0.00120
  power_density_mw_per_mm2: 344
  finalPower_uw: 753
  vdd_drop_max_mv: 0.0642
place:
  place_hpwl_microns: 4890
  place_congestion: 0.666
  portBuffers: 192
clock_tree:
  hold_buffers: 0
job:
  warnings: 102
  drv_cap: 0
cells_and_area:
  clock_buffers: 0
  syn2layout_area_growth_pct: 290
  ff_count: 0
  seqCellArea_sq_um: 0
  nFillCells: 1170
  drive_gt1_frac: 0.258
  utilization: 0.227
worst_hold_path:
  hp-class: "input port to output pin"
run_status:
  status: "completed"
per-stage QoR:
step	TNS, ns	cell area [sq um]	hold WS, ns	cells	worst slack [ns]
4_1_cts	0	2180	0.765	389	0.00661
2_1_floorplan	0	561	0.425	64	0.481
3_3_place_gp	-32.98	2650	1.33	389	-0.665
5_1_grt	0	2190	0.771	389	0.000117
3_5_place_dp	-33.18	2650	1.33	389	-0.659
6_report	0	2190	0.760	389	0.0265
what timing repair did:
item,in CTS,in global routing
gates resized,325,2
buffers inserted,0,0
hold endpoints to repair,0,0
gates cloned,0,0
pin swaps,63,2
setup endpoints to repair,64,2
how the worst min path moves through the flow:
stage	startpoint	endpoint	slack, ns	depth (start not counted)
final	current_state[42]	current_state_o[42]	0.76	3
after global routing	current_state[59]	current_state_o[59]	0.77	3
after CTS	current_state[42]	current_state_o[42]	0.77	3
synth_stat cells, drive strengths merged:
library cell  instances
xor2                 64
layer usage:
metal  part of all wire  GRT usage
met3               0.11     0.0273
met2               0.51      0.117
met5                  0          0
met4                  0          0
met1               0.38     0.0684
logic make-up (layout without fill, tap and decap cells):
kind of cell,after synthesis,after routing,share of synthesized area
xor gates and xnor gates,64,64,1.00
buffers and inverters,0,192,0
worst max-delay path: stages:
cell           delay, ns
dlygate4sd2_1       0.26
xor2_2              0.18
buf_2               0.13
final cells by class:
class              instances  area (sq um)  share of cell area
well taps                133           166              0.0761
repair buffers           192          1440               0.661
multi-input cells         64           576               0.263
power by group:
part,internal (uW),switching (uW),total [uW]
logic,522,231,753
registers,0,0,0
clock network,0,0,0
cell usage in the layout (no fill, tap or decap):
cell type and instances:
dlygate4sd2_1 126, xor2_2 2, buf_2 64, clkdlybuf4s15_1 2, xor2_1 62
Power figures rest on the tool's default switching activity, not on a simulated workload.
